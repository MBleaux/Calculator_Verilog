==> flow/run.sh <==
#!/bin/bash
# OpenROAD 26Q1-2900-gdf79404cd8, Yosys 0.63+post, stock flow scripts
make -C /OpenROAD-flow-scripts/flow DESIGN_CONFIG=/design/flow/config.mk WORK_HOME=/design/flow/orfs finish
==> flow/config.mk <==
export PLATFORM = sky130hd
export DESIGN_NAME = full_adder_nbits_clk
export DESIGN_NICKNAME = full_adder_nbits_clk
export VERILOG_FILES = /design/flow/design.v
export SDC_FILE = /design/flow/constraint.sdc
export NUM_CORES = 4
export LEC_CHECK = 1
export CORE_AREA = 10 10 73 73
export DIE_AREA = 0 0 83 83
==> flow/constraint.sdc <==
current_design full_adder_nbits_clk

set clk_period 1.0
set clk_io_pct 0.2

create_clock -name clk0 -period $clk_period [get_ports {clk}]

set non_clock_inputs [all_inputs -no_clocks]
set_input_delay [expr $clk_period * $clk_io_pct] -clock clk0 $non_clock_inputs
set_output_delay [expr $clk_period * $clk_io_pct] -clock clk0 [all_outputs]
==> flow/design.v <==
module full_adder (
    input logic a_i, b_i, cin_i,
    output logic s_o, cout_o
);
    logic aux1_s, aux2_s, aux3_s;
    half_adder h1(.a_i(a_i),    .b_i(cin_i),  .s_o(aux2_s), .c_o(aux1_s));
    half_adder h2(.a_i(aux2_s), .b_i(b_i),    .s_o(s_o), .c_o(aux3_s));
    or_gate    o1(.a_i(aux1_s), .b_i(aux3_s), .s_o(cout_o));
endmodule
module full_adder_nbits_clk #(
    parameter width = 8
) (
    input logic clk,   
    input logic[width-1:0] a_i, b_i,
    output logic[width:0] s_o
);
    logic [width:0] temp_s;
    logic [width:0] temp_s_next;   
    genvar i;
    generate
        for (i = 0; i <= width-1; i++) begin
            full_adder fa_i (
                .a_i(a_i[i]),
                .b_i(b_i[i]),
                .cin_i(temp_s[i]),
                .s_o(s_o[i]),
                .cout_o(temp_s_next[i+1])
            );
        end
    endgenerate
    always_ff @(posedge clk) begin
        temp_s <= temp_s_next;   
    end
    assign temp_s_next[0] = '0;   
    assign s_o[width] = temp_s_next[width];
endmodule
module half_adder (
    input logic a_i, b_i,
    output logic s_o, c_o
);
    assign s_o = (a_i ^ b_i);
    assign c_o = (a_i & b_i);
endmodule
module or_gate (
    input a_i, b_i,
    output s_o
);
    assign s_o = (a_i | b_i);
endmodule
==> results_dict.tcl <==
# flow metrics
set metrics [dict create \
    status "finished, violations left" \
    violations "setup timing" \
    most_common_cell "buf_4" \
    worst_slack_ns -0.317 \
    min_path_cells 2 \
    grt_max_degree 5 \
    die-area_um2 6890 \
    rsz0062_at_grt "true" \
    r2r-start "genblk1[3].fa_i.cin_i" \
    edf_count 0 \
    avgSynthCellArea_um2 15.0 \
    start_kind "register" \
    seqPwrFrac_pct 37.6 \
    final_max_slew_viol_count 0 \
    whs_ns 0.221 \
    crit_arrival_ns 1.12 \
    drtAntennaViolNets 0 \
    slew_headroom_pct 93.6 \
    antenna_found_initial 0 \
    async_flop_share_pct 0 \
    required_ns 0.80 \
    hold_viol 0 \
    synth-seq-cells 7 \
    synth_warnings 1 \
    fin_crit_sh_pct 132 \
    p_total_mw 0.852 \
    overflow 0 \
    p_int_mw 0.677 \
    ioPinCount 26 \
    end_kind "output pin" \
    max_clock_freq_mhz 759 \
    p_clk_share_pct 45.3 \
    syn2layout_area_growth_pct 62.8 \
    die_h_um 83 \
    whs_endpoint "genblk1[1].fa_i.cin_i" \
    rr_worst_depth 1 \
    core_area_um2 3740 \
    fp_util_pct 9.63 \
    routedWlPerCell_um 9.54 \
    hold_start "a_i[0]" \
    hold_class "input port to register" \
    largest_reg_flops 7 \
    top_cell_area_share_pct 38.9 \
    yosysUniqueCellTypes 4 \
    area_leaders "dfxtp_1, fa_1, buf_4" \
    regToRegEndpoint "genblk1[4].fa_i.cin_i" \
    dpl_cell_area_um2 603 \
    placed_cells 88 \
    diodes 0 \
    fin_area_um2 587 \
    yosysCellCount 24 \
    cts_buffers 3 \
    switching_power_mw 0.175 \
    largest_area_cell "dfxtp_1" \
    clk_latency_ns 0.22 \
    ys_area_um2 360 \
    grt_pass1_vias 255 \
    switching_share_pct 20.5 \
    syn_inst 24 \
    peakVddDrop_mv 0.835 \
    path_max_fanout 1 \
    min_period_ns 1.32 \
    wl_um 878 \
    vias_per_cell 2.52 \
    root_buffer "clkbuf_8" \
    r2r_setup_slack_ns 0.18 \
    cts_hold_buffers 0 \
    setup_viol 8 \
    drive_gt1_share_pct 38.6 \
    drc_errors 0 \
    track_usage_pct 2.56 \
    vias 232 \
    tritoncts "built" \
    fin_skew_ns 0.00121 \
    stdcell_count 92 \
    cts.sinks 7 \
    drtPass1Iterations 2 \
    finalWeightedCongestion 0.760 \
    common_cells "buf_4, dfxtp_1, fa_1" \
    grt_first_pass_wirelength_mm 1.40 \
    warnings 28 \
    drtIter0Drc 2 \
    core.rowCount 22 \
    synth_seq_share_pct 38.9 \
    h-tree-depth 1 \
    criticalPathCategory "register to output pin" \
    leakage_nw 0.259 \
    tightest_slew_ns 0.0964 \
    io_buffers 25 \
    flop_cell "dfxtp_1" \
    netlist_area_um2 360 \
    fin_tns_setup_ns -2.19 \
    combPwrFrac_pct 17.2 \
    p_per_area_nw_per_um2 1450 \
    cts.path.max_buffers 2 \
    maxCapViolations 0 \
    die_x_um 83 \
    path_clk_slew_ns 0.04 \
]
## cell usage in the layout, fill, tap and decap left out
cell type         n
clkbuf_1          1
clkdlybuf4s15_1   1
fa_2              1
clkbuf_2          1
dlygate4sd2_1    14
dfxtp_1           4
clkbuf_8          3
buf_2             9
fa_1              6
dfxtp_2           3
ha_1              1
## logic make-up after synthesis
logic type  count (synthesis)  share of synthesized area (%)
fa+ha+maj                   8                           42.4
buf+inv                     9                           18.7
flops                       7                           38.9
## power groups by stage
stage                 Combinational, mW  Clock [mW]  Sequential (mW)
final                             0.146       0.386            0.320
after global routing              0.174       0.432            0.323
after CTS                         0.154       0.403            0.321
## worst max path at each step
stage | start | to | depth (start not counted)
finish | genblk1[7].fa_i.cin_i | s_o[7] | 2
global route | genblk1[7].fa_i.cin_i | s_o[7] | 2
CTS | genblk1[7].fa_i.cin_i | s_o[7] | 2
## area by class of cell
type	count	area, µm²
fillers	439	3160
repair buffers	25	183
multi-input cells	8	155
flip-flops and latches	7	144
well taps	48	60.1
clock buffers	4	45.0
## through the flow
stage                     utilization [%]  worst slack, ns
after floorplan                         -          -0.0360
after global placement               16.1           -0.883
after detailed placement             16.1           -0.889
after CTS                            15.8           -0.345
after global routing                 15.7           -0.354
final                                15.7           -0.317
## layer usage
metal / share of wire, % / GRT usage, %
met1: 51 / 3.59
met2: 26 / 2.23
met3: 22 / 3.05
met4: 0 / 0.308
met5: 0 / 0
## what timing repair did
action | 4_1_cts | 5_1_grt
endpoints found under the setup margin | 9 | 9
pin swaps | 3 | 3
setup buffers | 0 | 0
gates resized | 50 | 1
endpoints found under the hold margin | 0 | 0
## worst max-delay path, cell delays in order (launching register included)
cell,delay [ns]
dfxtp_2,0.31
fa_2,0.50
buf_2,0.09
Power figures rest on the tool's default switching activity, not on a simulated workload.
