$ cat design/flow/run.sh
#!/bin/bash
# OpenROAD 26Q1-2900-gdf79404cd8, Yosys 0.63+post, stock flow scripts
make -C /OpenROAD-flow-scripts/flow DESIGN_CONFIG=/design/flow/config.mk WORK_HOME=/design/flow/orfs finish
$ cat design/flow/config.mk
export PLATFORM = sky130hd
export DESIGN_NAME = add_sub_nbits
export DESIGN_NICKNAME = add_sub_nbits
export VERILOG_FILES = /design/flow/design.v
export SDC_FILE = /design/flow/constraint.sdc
export NUM_CORES = 4
export LEC_CHECK = 1
export CORE_AREA = 10 10 70 70
export DIE_AREA = 0 0 80 80
$ cat design/flow/constraint.sdc
current_design add_sub_nbits

set clk_period 7.6
set clk_io_pct 0.2

create_clock -name clk0 -period $clk_period

set non_clock_inputs [all_inputs -no_clocks]
set_input_delay [expr $clk_period * $clk_io_pct] -clock clk0 $non_clock_inputs
set_output_delay [expr $clk_period * $clk_io_pct] -clock clk0 [all_outputs]
$ cat design/flow/design.v
module add_sub_nbits #(
    parameter width = 8
) (
    input logic [width-1:0] a_i, b_i,
    input logic sub_i,   
    output logic [width-1:0] s_o,
    output logic cout_o
);
    logic [width-1:0] b_by2_s;
    logic [width:0] temp_s;
    logic carry_in_s;
    genvar i;
    always_comb begin
        if (sub_i) begin
            b_by2_s = ~b_i;   
        end else begin
            b_by2_s = b_i;
        end
    end
    assign carry_in_s = sub_i;
    generate
        for (i = 0; i < width; i = i + 1) begin
            full_adder fa_i (
                .a_i(a_i[i]),
                .b_i(b_by2_s[i]),
                .cin_i(i == 0 ? carry_in_s : temp_s[i]),
                .s_o(s_o[i]),
                .cout_o(temp_s[i+1])
            );
        end
    endgenerate
    always_comb begin
        if (sub_i) begin
            cout_o = ~temp_s[width];
        end else begin
            cout_o = temp_s[width];
        end
    end
endmodule
module full_adder (
    input logic a_i, b_i, cin_i,
    output logic s_o, cout_o
);
    logic aux1_s, aux2_s, aux3_s;
    half_adder h1(.a_i(a_i),    .b_i(cin_i),  .s_o(aux2_s), .c_o(aux1_s));
    half_adder h2(.a_i(aux2_s), .b_i(b_i),    .s_o(s_o), .c_o(aux3_s));
    or_gate    o1(.a_i(aux1_s), .b_i(aux3_s), .s_o(cout_o));
endmodule
module half_adder (
    input logic a_i, b_i,
    output logic s_o, c_o
);
    assign s_o = (a_i ^ b_i);
    assign c_o = (a_i & b_i);
endmodule
module or_gate (
    input a_i, b_i,
    output s_o
);
    assign s_o = (a_i | b_i);
endmodule
==> results.txt <==
Results of the implementation run.

The number of warnings issued by yosys came out at 1. The critical path launch point is sub_i. The initial antenna violation count is 0. For this run, the slowest stage of the critical path takes 0.53 ns.

The signal on the critical path passes through clkdlybuf4s50_1 -> xor2_1 -> fa_1 -> inv_1 -> fa_1 -> fa_1 -> fa_1 -> fa_1 -> fa_1 -> inv_1 -> fa_1 -> clkdlybuf4s50_1. The y dimension of the die came out at roughly 80 um. The met1 track utilization from global routing came out at 4.459%. The core region is between 3000 and 4000 um^2. The pin closest to its max-slew limit shows a slew of about 0.18 ns. Once detailed placement completed, the half-perimeter wirelength came to between 800 and 900 um.

The top achievable clock speed came out at around 140 MHz. The number of nets with antenna violations after detailed routing came out at 0. The required time reported for the critical path endpoint is between 6 and 7 ns. The number of global-route vias before repair came out at about 310. The summed instance area of the synthesized netlist came out at 346.6 um^2. The arrival time reported for the critical path endpoint came out at ~5.5 ns. The vias after detailed routing came out at ~270. The number of instances in the synthesized netlist came out at 38. The number of flip-flops and latches is 0. Cells fill 17.58% of the core in the end. The sum of routed wire length over all layers came out at just over 900 um. The kind of cell with the highest combined delay along the critical path is adder cells. The worst pin sits at a relative slew slack of about nine tenths.

The sequential element share of the synthesized area came out at 0%. By area the synthesized netlist is led by fa_1 40%, buf_4 17%, inv_1 13%. The clock buffer instance count of the final layout is 0. The layout has 387 filler cells. The average wire per cell in the routed design came out at between 9 and 10 um.

The worst-path maximum fanout is 3. Setup slack closes at just over 0.6 ns. The stage logs contain a warning count of 32.

Setup repair after global routing left no endpoint under its margin. The final layout reports a setup TNS of 0 ns. The number of placement rows came out at 21. The run finished with clean final reports. The logic depth of the worst path, buffers included came out at 12.

The global router reports that the layer with the highest usage is met1. The final cycle utilization of the critical path came out at 91.95%. The area share of and-or/or-and cells after synthesis is 0%. STA classifies the critical path startpoint as an input port.

The total cells reported by yosys after synthesis came out at 38. For reference, the final report shows the max-slew violation count at 0. The tool flagged a number of max-cap violations equal to 0.

The chip area line of the yosys report is approximately 350 um^2. The leakage power total is ~0.00025 uW. The global router's overall resource usage came out at approximately 2.9%. The last weighted congestion value of the routability-driven placer is around 0.72.

The final count of negative-setup-slack endpoints is 0. The parity-gate share of the synthesized area counting xor and xnor cells came out at 22.74%. The hold slack is 4.001 ns. The die is about 80 um wide. In the global route stage, met3 resource usage came out at between 3 and 4%. The I/O pin count came out at 26. In this run the layout overhead on the synthesized area is reported as 73.29%. The number of distinct library cells after synthesis is 7. The top cell types in the final layout, fill and taps aside, are 26 x clkdlybuf4s50_1, 12 x inv_1, 7 x fa_1. The count of routing violations after the opening detailed-route iteration came out at 2. Entering global routing, the biggest net connects 8 pins. The number of I/O port buffers came out at 26. The average cell area after synthesis is ~9.1 um^2.

Summing all multi-input logic gate instances after layout gives between 200 and 250 um^2. The dominant cell type by area after synthesis is fa_1. In this design, the critical path's most frequently occurring cell is fa_1. The cell with the biggest individual delay on the critical path is clkdlybuf4s50_1. The first global-routing pass estimated between 1000 and 1500 um of wire. Per the final timing report, the hold violations number 0. The number of detailed-routing iterations run before antenna repair came out at 2. The number of gates resized after cts is 0. The global route stage reports its total congestion overflow as 0. The average vias per placed instance came out at ~2.6. The adder-cell share of the synthesized area came out at about two fifths. The die footprint is 6400 um^2. The hold-fix buffer count after cts is 0. The met2 layer usage reported by global route came out at 2.488%.

Grouping non-sequential cells by family puts the most area in adder cells. The final critical-path required period is between 6 and 7 ns. Timing analysis after detailed placement gives a worst setup slack of 0.5639 ns. Of the total synthesized cell area, the portion taken by AND, OR, NAND and NOR gates is 0%.

The maximum resistive drop on vdd came out at ~34 uV. The worst setup path is captured at an output port. The number of buffers and inverters on the critical path is 4. The library cell used most frequently in the layout, excluding fill and tap cells, is clkdlybuf4s50_1. The floorplan-stage core utilization is between 10% and 20%.

According to the hold report, the worst path is of the in -> out type. The area share of the largest cell type after synthesis is between 40% and 50%. The power density over the cells is around 90 nW/um^2.

The fraction of layout cells with a size suffix above 1 is under 10%. The total setup buffers inserted after CTS came out at 0. Per the detail_route report, inserted antenna diodes total 0. The remaining design rule violation count came out at 0.

The area occupied by registers came out at 0 um^2. The share of synthesized area spent on multiplexers is 3.249%. The critical path is of the in -> out type. Following the worst setup path forward leads to its endpoint at s_o[7].
[stage by stage]
step,cells,cell area (um^2),power [uW]
finish,102,600.6,54.15
global route,102,600.6,63.19
detailed placement,102,600.6,55.70
CTS,102,600.6,56.03
floorplan,38,346.6,32.00
global placement,102,600.6,54.78
[layer usage]
metal / wire, um / up-vias / part of all wire (%)
met2: 177 / 26 / 19
li1: - / 131 / -
met3: 273 / 0 / 30
met1: 470 / 112 / 51
met5: 0 / - / 0
met4: 0 / 0 / 0
[cells by family (layout without fill, tap and decap cells)]
logic type	Yosys count	after routing
XOR/XNOR	9	9
adder cells (fa/ha/maj)	7	7
buffers and inverters	21	39
multiplexers	1	1
[cell usage after synthesis, drive strengths merged]
master / count
xor2: 4
xnor2: 5
buf: 9
fa: 7
inv: 12
mux2: 1
[power by group]
group / total (uW) / internal, uW / switching [uW] / leakage [uW]
registers: 0 / 0 / 0 / 0
logic: 54.1 / 37.9 / 16.3 / 0.000253
clock network: 0 / 0 / 0 / 0
total: 54.1 / 37.9 / 16.3 / 0.000253
[area by class of cell]
type	count	area share, %
well taps	46	9.583
inverters	12	7.500
repair buffers	27	44.58
multi-input cells	17	38.33
[worst min-delay path by stage]
| stage | to | from | cells past startpoint | slack [ns] |
|---|---|---|---|---|
| global route | s_o[0] | a_i[0] | 3 | 4.03 |
| CTS | s_o[0] | a_i[0] | 3 | 4.01 |
| finish | s_o[0] | a_i[0] | 3 | 4.00 |
Power is estimated from default activity; no workload was simulated.
