===== ./config.mk =====
export PLATFORM = sky130hd
export DESIGN_NAME = mult_nbits
export DESIGN_NICKNAME = mult_nbits
export VERILOG_FILES = /design/flow/design.v
export SDC_FILE = /design/flow/constraint.sdc
export NUM_CORES = 4
export LEC_CHECK = 1
export CORE_UTILIZATION = 30

===== ./constraint.sdc =====
current_design mult_nbits

set clk_period 15.4
set clk_io_pct 0.2

create_clock -name clk0 -period $clk_period

set non_clock_inputs [all_inputs -no_clocks]
set_input_delay [expr $clk_period * $clk_io_pct] -clock clk0 $non_clock_inputs
set_output_delay [expr $clk_period * $clk_io_pct] -clock clk0 [all_outputs]

===== ./design.v =====
module mult_nbits #(
    parameter width = 8
) (
    input logic [width-1:0] a_i, b_i,
    output logic [2*width-1:0] s_o
);
    logic [2*width-1:0] accumulator;
    always_comb begin
        int i;   
        accumulator = 0;   
        for (i = 0; i < width; i++) begin
            if (b_i[i]) begin
                accumulator += a_i << i;   
            end
        end
        s_o = accumulator;   
    end
endmodule

===== ./run.sh =====
#!/bin/bash
# OpenROAD 26Q1-2900-gdf79404cd8, Yosys 0.63+post, stock flow scripts
make -C /OpenROAD-flow-scripts/flow DESIGN_CONFIG=/design/flow/config.mk WORK_HOME=/design/flow/orfs finish

==> results.sh <==
# flow metrics
export IMPL_status="finished, final reports clean"
export IMPL_path_common_cell="ha_1"
export IMPL_die_size_y_um=104
export IMPL_worst_pin_slew_ns=0.730
export IMPL_p_sw_uw=232
export IMPL_ys_seq_frac=0
export IMPL_ios=32
export IMPL_yosys_stat_area_um2=3100
export IMPL_antenna_found_initial=0
export IMPL_via_per_inst=5.21
export IMPL_cp_arrival_ns=11.84
export IMPL_pwr_share_clk=0
export IMPL_postSynthCellCount=430
export IMPL_grt_pass1_vias=2847
export IMPL_gr_total_overflow=0
export IMPL_area_growth_pct=25.2
export IMPL_yosysCellCount=430
export IMPL_final_cell_mix="ha_1 (52), nor2_1 (35), nand2_1 (34)"
export IMPL_rows=36
export IMPL_grt_max_degree=23
export IMPL_cp_required_ns=12.32
export IMPL_die_w_um=104
export IMPL_rsz0062_at_grt="yes"
export IMPL_drtIter0Drc=201
export IMPL_min_period_ns=14.92
export IMPL_dp_cells=595
export IMPL_end_kind="primary output"
export IMPL_vias=3136
export IMPL_drc=0
export IMPL_synth_distinct_cells=58
export IMPL_seq_area_um2=0
export IMPL_maxCapViolCount=0
export IMPL_internal_power_uw=246
export IMPL_fmax_mhz=67.0
export IMPL_totalWireLength_um=8570
export IMPL_warnings=37
export IMPL_cpPeakStageDelay_ns=0.49
export IMPL_ff_count=0
export IMPL_cp_start_kind="primary input"
export IMPL_hold_buffers=0
export IMPL_holdWs_ns=7.29
export IMPL_finalCritPeriodShare=0.969
export IMPL_p_comb_frac=1.000
export IMPL_gp_congestion=0.887
export IMPL_die_area_um2=10700
export IMPL_drtPass1Iterations=5
export IMPL_p_sw_frac=0.485
export IMPL_numPortBuffers=32
export IMPL_grt_pass1_wl_um=14100
export IMPL_seq_power_share=0
export IMPL_core_region_area_um2=9910
export IMPL_place_hpwl_um=6850
export IMPL_syn_area_um2=3100
export IMPL_leakagePower_nw=1.71
export IMPL_relSlewSlack=0.512
export IMPL_critical_path_class="primary input to primary output"
export IMPL_grt_use_total=0.160
export IMPL_hold_viol_final=0
export IMPL_critPathMaxFanout=10
export IMPL_finalSetupViolCount=0
export IMPL_ant_nets=0
export IMPL_yosysWarnings=1
export IMPL_syn_area_per_cell_um2=7.21
export IMPL_critPathSlowestCell="clkdlybuf4s50_1"
export IMPL_lay_top_count="ha_1"
export IMPL_wl_per_cell_um=14.2
export IMPL_fp_util=0.313
export IMPL_n_antenna_cell=0
export IMPL_fin_cells=602
export IMPL_hold_class="primary input to primary output"
export IMPL_finalMaxSlewViolations=0
export IMPL_drive_gt1_frac=0.151
export IMPL_powerDensity_nw_per_um2=123
export IMPL_nClkBuffers=0
export IMPL_power_total_uw=478
export IMPL_vdd_ir_drop_max_uv=52.5
timing repair:
| action | CTS | global route |
|---|---|---|
| resized | 0 | 48 |
| setup buffers | 0 | 7 |
| endpoints found under the setup margin | 0 | 5 |
cells by family after synthesis:
kind of cell,after synthesis,share of synthesized area
AND/OR/NAND/NOR,124,0.192
XOR/XNOR,32,0.0904
buffers and inverters,44,0.0545
adder cells (fa/ha/maj),65,0.279
multiplexers,17,0.0618
AND-OR/OR-AND,148,0.322
worst paths after layout:
kind	from	endpoint	slack, ns	cells past startpoint
setup / recovery	b_i[0]	s_o[14]	0.48	40
hold / removal	b_i[0]	s_o[0]	7.29	4
power by group through the flow:
stage         combinational, mW  sequential (mW)  clock [mW]
CTS                       0.433                0           0
global route              0.536                0           0
finish                    0.478                0           0
per-layer routing:
metal  vias to the layer above  share of wire  GRT usage
met2                        57           0.43      0.256
met5                         -              0          0
li1                       1673              -          -
met4                         0         0.0087     0.0176
met3                         8          0.040    0.00641
met1                      1398           0.52      0.246
cell type report:
cell class,instances,area (µm²)
multi-input combinational,386,3130
timing repair buffer,51,463
fill,979,6030
tap,133,166
inverter,32,120
worst max-delay path: cells and delay by family:
kind / cells / cell delay, ns
AND/OR/NAND/NOR: 12 / 2.16
AND-OR/OR-AND: 12 / 2.06
XOR/XNOR: 4 / 0.57
buffers and inverters: 3 / 1.13
multiplexers: 2 / 0.57
adder cells (fa/ha/maj): 7 / 2.30
through the flow:
stage / area (µm²) / utilization / setup slack, ns / setup TNS, ns
6_report: 3880 / 0.391 / 0.479 / 0
4_1_cts: 3630 / 0.366 / 0.107 / 0
3_3_place_gp: 3630 / 0.366 / 0.190 / 0
3_5_place_dp: 3630 / 0.366 / 0.173 / 0
2_1_floorplan: 3100 / - / 1.76 / 0
5_1_grt: 3880 / 0.391 / -0.0226 / -0.0226
Yosys cell counts (10+ instances only):
library cell	n	area, µm²
nand2_1	34	128
a21oi_1	32	160
a31oi_1	10	62.6
o21a_1	11	82.6
xor2_1	10	87.6
xnor2_1	22	193
clkbuf_1	11	41.3
o21ai_0	30	150
inv_1	31	116
nor2_1	35	131
a21o_1	11	82.6
ha_1	58	726
Power and IR drop assume default switching activity.
